<file path="./run.sh">
#!/bin/bash
# OpenROAD 26Q1-2900-gdf79404cd8, Yosys 0.63+post, stock flow scripts
make -C /OpenROAD-flow-scripts/flow DESIGN_CONFIG=/design/flow/config.mk WORK_HOME=/design/flow/orfs finish
</file>
<file path="./config.mk">
export PLATFORM = sky130hd
export DESIGN_NAME = sevenSegmentDecoder
export DESIGN_NICKNAME = sevenSegmentDecoder
export VERILOG_FILES = /design/flow/design.v
export SDC_FILE = /design/flow/constraint.sdc
export NUM_CORES = 4
export LEC_CHECK = 1
export CORE_AREA = 10 10 70 70
export DIE_AREA = 0 0 80 80
</file>
<file path="./constraint.sdc">
current_design sevenSegmentDecoder

set clk_period 1.3
set clk_io_pct 0.2

create_clock -name clk0 -period $clk_period

set non_clock_inputs [all_inputs -no_clocks]
set_input_delay [expr $clk_period * $clk_io_pct] -clock clk0 $non_clock_inputs
set_output_delay [expr $clk_period * $clk_io_pct] -clock clk0 [all_outputs]
</file>
<file path="./design.v">
module sevenSegmentDecoder (
    input  logic [3:0] inputHex,
    output logic [6:0] segments
);
  always_comb begin
    case (inputHex)
      4'h0: segments = 7'b1000000;
      4'h1: segments = 7'b1111001;
      4'h2: segments = 7'b0100100;
      4'h3: segments = 7'b0110000;
      4'h4: segments = 7'b0011001;
      4'h5: segments = 7'b0010010;
      4'h6: segments = 7'b0000010;
      4'h7: segments = 7'b1111000;
      4'h8: segments = 7'b0000000;
      4'h9: segments = 7'b0011000;
      4'hA: segments = 7'b0001000;
      4'hB: segments = 7'b0000011;
      4'hC: segments = 7'b1000110;
      4'hD: segments = 7'b0100001;
      4'hE: segments = 7'b0000110;
      4'hF: segments = 7'b0001110;
      default: segments = 7'b1111111;
    endcase
  end
endmodule
</file>
==> flow_metrics.env <==
# yosys + openroad results
export IMPL_seq_cell_count=0
export IMPL_first_pass_iters=2
export IMPL_synthTopCellsByArea="ha_1 29%, mux2i_1 12%, a22o_1 6.9%"
export IMPL_fillers=379
export IMPL_worst_pin_slew_ns=0.130
export IMPL_period_needed_ns=1.46
export IMPL_overflow=0
export IMPL_fin_crit_sh_pct=112
export IMPL_worstPathCellList="buf_12 -> buf_6 -> ha_4 -> mux2_4 -> a22o_1 -> buf_2"
export IMPL_violations="setup timing"
export IMPL_hp_class="in2out"
export IMPL_vias=331
export IMPL_drtIter0Drc=18
export IMPL_drc=0
export IMPL_max_freq_ghz=0.685
export IMPL_ys_top_cells_by_count="6 x ha_1, 3 x inv_1, 3 x mux2i_1, 3 x nor2_1, 3 x o21ai_0"
export IMPL_end_kind="output pin"
export IMPL_dp_final_hpwl_um=688
export IMPL_wl_per_cell_um=9.36
export IMPL_total_power_mw=0.198
export IMPL_gp_routability_congestion=0.688
export IMPL_regArea_sq_um=0
export IMPL_status="complete, but fails checks"
export IMPL_setup_ws_ns=-0.160
export IMPL_setup_viol=6
export IMPL_synth_top_area_share_pct=29.4
export IMPL_warnings=39
export IMPL_yosysUniqueCellTypes=19
export IMPL_grt_max_degree=7
export IMPL_logic_area_sq_um=328
export IMPL_vias_per_cell=3.12
export IMPL_crit_type="in2out"
export IMPL_maxSlewViolCount=0
export IMPL_relSlewSlack_pct=91.1
export IMPL_dp_cells=97
export IMPL_hold_path_depth=4
export IMPL_area_delta_synth_final_pct=160
export IMPL_stdcell_area_sq_um=664
export IMPL_stdcell_count=106
export IMPL_chip_area_sq_um=6400
export IMPL_cp_max_fo=4
export IMPL_grt_total_usage_pct=3.05
export IMPL_post_dp_cell_area_sq_um=468
export IMPL_die_h_um=80
export IMPL_diodes=0
export IMPL_grt_pass1_wl_um=1680
export IMPL_synth_avg_cell_area_sq_um=7.51
export IMPL_yosysSeqAreaShare_pct=0
export IMPL_grt_pass1_vias=344
export IMPL_clock_buffers=0
export IMPL_ant_nets=0
export IMPL_arrival_ns=1.20
export IMPL_ys_cells=34
export IMPL_yosys_area_sq_um=255
export IMPL_min_to="segments[1]"
export IMPL_syn_instance_count=34
export IMPL_routed_wl_um=992
export IMPL_yosysMostFrequentCell="ha_1"
export IMPL_synth_cell_area_sq_um=255
export IMPL_die_w_um=80
export IMPL_drive_gt1_share_pct=71.7
export IMPL_rows=21
export IMPL_fin_util_pct=19.5
export IMPL_crit_path_start_kind="primary input"
export IMPL_portBuffers=11
export IMPL_min_from="inputHex[1]"
export IMPL_setup_tns_ns=-0.611
export IMPL_slowest_delay_ns=0.26
export IMPL_hold_violations=0
export IMPL_grt_antenna_before_repair=0
export IMPL_power_density_nw_per_um2=298
export IMPL_maxCapViolCount=0
export IMPL_synth_warnings=1
export IMPL_ioPinCount=11
export IMPL_crit_slowest_cell="mux2_4"
export IMPL_rsz0062_at_grt="true"
export IMPL_irDropWorstVdd_v=0.0000457
export IMPL_power_static_leakage_nw=0.301
export IMPL_core_sq_um=3420
export IMPL_fp_util_pct=7.47
export IMPL_largest_area_cell="ha_1"
export IMPL_cp_required_ns=1.04
cells by family (layout without fill, tap and decap cells):
group                    count (synthesis)  count (layout)  share of synthesized area [%]
AND/OR/NAND/NOR                         10              10                           21.1
adder cells (fa/ha/maj)                  6               6                           29.4
AND-OR/OR-AND                            9               9                           23.0
buffers and inverters                    5              31                           10.3
multiplexers                             4               4                           16.2
final cells by class:
type / instances / area share, %
Tap cell: 46 / 8.66
Timing Repair Buffer: 28 / 38.0
Multi-Input combinational cell: 29 / 49.3
Inverter: 3 / 3.95
metal layers:
metal	track usage, %	up-vias	part of all wire, %
met4	0	0	0
met3	0.227	0	2.5
met1	3.96	154	45
met2	5.62	3	52
met5	0	-	0
li1	-	174	-
placed cells by master (no fill, tap or decap), types with 2 or more instances in the layout:
master,Yosys,layout
nor2_1,3,2
buf_4,0,8
inv_8,0,2
nand2b_4,0,2
ha_2,0,2
buf_2,0,6
a22o_1,2,2
o21ai_1,1,2
mux2i_1,3,3
buf_6,1,8
ha_4,0,4
worst max-delay path: cells and delay by family:
kind | cells | cell delay [ns]
AOI/OAI and AO/OA | 1 | 0.18
adders and majority gates | 1 | 0.16
buffers and inverters | 3 | 0.34
muxes | 1 | 0.26
worst max path at each step:
stage               start          end  slack, ns
finish        inputHex[0]  segments[6]      -0.16
CTS           inputHex[0]  segments[6]      -0.18
global route  inputHex[0]  segments[6]      -0.20
timing repair:
item,in CTS,in global routing
pin swaps,7,7
gates cloned,1,0
setup endpoints to repair,7,7
hold buffers,0,0
setup buffers,6,2
resized,66,12
where the power goes:
| group | total [mW] | leakage [nW] | internal [mW] | switching (mW) |
|---|---|---|---|---|
| clock | 0 | 0 | 0 | 0 |
| combinational | 0.198 | 0.301 | 0.121 | 0.0772 |
| sequential | 0 | 0 | 0 | 0 |
| total | 0.198 | 0.301 | 0.121 | 0.0772 |
per-stage QoR:
step,hold slack [ns],setup slack (ns)
6_report,0.956,-0.160
5_1_grt,0.988,-0.195
3_3_place_gp,1.57,-1.01
3_5_place_dp,1.57,-1.01
2_1_floorplan,0.620,0.0465
4_1_cts,0.969,-0.176
Power and IR drop assume default switching activity.

==> /design/flow/design.v <==
module keypadLUT (
    input logic clk,
    nreset,
    input logic [3:0] rows,
    cols,
    output logic validKeyCombo,
    output logic [3:0] keyInput
);
  always_ff @(posedge clk) begin : keyInputLogic
    if (~nreset) begin
      keyInput = 4'hx;
      validKeyCombo = 0;
    end else begin
      case ({
        rows, cols
      })
        8'b1110_1110: begin
          keyInput = 4'h1;
          validKeyCombo = 1;
        end
        8'b1110_1101: begin
          keyInput = 4'h2;
          validKeyCombo = 1;
        end
        8'b1110_1011: begin
          keyInput = 4'h3;
          validKeyCombo = 1;
        end
        8'b1110_0111: begin
          keyInput = 4'hA;
          validKeyCombo = 1;
        end
        8'b1101_1110: begin
          keyInput = 4'h4;
          validKeyCombo = 1;
        end
        8'b1101_1101: begin
          keyInput = 4'h5;
          validKeyCombo = 1;
        end
        8'b1101_1011: begin
          keyInput = 4'h6;
          validKeyCombo = 1;
        end
        8'b1101_0111: begin
          keyInput = 4'hB;
          validKeyCombo = 1;
        end
        8'b1011_1110: begin
          keyInput = 4'h7;
          validKeyCombo = 1;
        end
        8'b1011_1101: begin
          keyInput = 4'h8;
          validKeyCombo = 1;
        end
        8'b1011_1011: begin
          keyInput = 4'h9;
          validKeyCombo = 1;
        end
        8'b1011_0111: begin
          keyInput = 4'hC;
          validKeyCombo = 1;
        end
        8'b0111_1110: begin
          keyInput = 4'hE;
          validKeyCombo = 1;
        end
        8'b0111_1101: begin
          keyInput = 4'h0;
          validKeyCombo = 1;
        end
        8'b0111_1011: begin
          keyInput = 4'hF;
          validKeyCombo = 1;
        end
        8'b0111_0111: begin
          keyInput = 4'hD;
          validKeyCombo = 1;
        end
        default: begin
          keyInput = 4'hx;
          validKeyCombo = 0;
        end
      endcase
    end
  end
endmodule
module valueFSM (
    input logic clk,
    nreset,
    input logic [3:0] rows,
    input logic [3:0] curVal,
    output logic [3:0] cols,
    output logic [3:0] keyInput,
    output logic keyInputValid
);
  logic [1:0] columnCounter;
  logic validKeyCombo;
  keypadLUT keyLUT (
      .clk(clk),
      .nreset(nreset),
      .rows(rows),
      .cols(cols),
      .validKeyCombo(validKeyCombo),
      .keyInput(keyInput)
  );
  typedef enum logic [1:0] {
    WAIT,
    INPUT,
    HOLD,
    DEBOUNCE
  } fsmstates_t;
  fsmstates_t curState, nextState;
  always_comb begin : colOutput
    if (curState == WAIT) begin
      unique case (columnCounter)
        'b00: cols = 4'b1110;
        'b01: cols = 4'b1101;
        'b10: cols = 4'b1011;
        'b11: cols = 4'b0111;
      endcase
    end else cols = 4'b0000;
  end
  always_ff @(posedge clk) begin : stateController
    if (~nreset) begin
      curState <= WAIT;
    end else begin
      curState <= nextState;
    end
  end
  assign keyInputValid = curState == INPUT && validKeyCombo;
  always_comb begin : nextStateLogic
    case (curState)
      WAIT: nextState = rows === 4'b1111 ? WAIT : INPUT;
      INPUT: nextState = rows === 4'b1111 ? DEBOUNCE : HOLD;
      HOLD: nextState = rows === 4'b1111 ? DEBOUNCE : HOLD;
      DEBOUNCE: nextState = rows === 4'b1111 ? WAIT : HOLD;
      default: nextState = WAIT;
    endcase
  end
  always_ff @(posedge clk) begin : counterLogic
    if (~nreset) begin
      columnCounter <= 2'b00;
    end else if (nextState == WAIT) begin
      columnCounter <= columnCounter == 2'b11 ? 2'b00 : columnCounter + 1;
    end
  end
endmodule
==> /design/flow/run.sh <==
#!/bin/bash
# OpenROAD 26Q1-2900-gdf79404cd8, Yosys 0.63+post, stock flow scripts
make -C /OpenROAD-flow-scripts/flow DESIGN_CONFIG=/design/flow/config.mk WORK_HOME=/design/flow/orfs finish
==> /design/flow/config.mk <==
export PLATFORM = sky130hd
export DESIGN_NAME = valueFSM
export DESIGN_NICKNAME = valueFSM
export VERILOG_FILES = /design/flow/design.v
export SDC_FILE = /design/flow/constraint.sdc
export NUM_CORES = 4
export LEC_CHECK = 1
export CORE_AREA = 10 10 82 82
export DIE_AREA = 0 0 92 92
==> /design/flow/constraint.sdc <==
current_design valueFSM

set clk_period 1.5
set clk_io_pct 0.2

create_clock -name clk0 -period $clk_period [get_ports {clk}]

set non_clock_inputs [all_inputs -no_clocks]
set_input_delay [expr $clk_period * $clk_io_pct] -clock clk0 $non_clock_inputs
set_output_delay [expr $clk_period * $clk_io_pct] -clock clk0 [all_outputs]
==> flow.log <==
[flow] collecting metrics
INFO  metric clk_transition_reported_paths = 0.05 ns
INFO  metric worst-path-stages = 7
INFO  metric setup.reg_to_reg.worst_slack = -0.10 ns
INFO  metric worstSetupStartpoint = columnCounter[0]$_SDFFE_PN0N_
INFO  metric deepest_level_of_the_cts_h_tree = 1
INFO  metric initial_antenna_violation_count = 0
INFO  metric route.detailed.drc = 0
INFO  metric relSlewSlack = 80.39%
INFO  metric post-dp-hpwl = 1801 µm
INFO  metric synthDistinctLibCells = 45
INFO  metric crit_path_max_fo = 5
INFO  metric clock_root_cell = sky130_fd_sc_hd__clkbuf_8
INFO  metric initialDrtViolationCount = 64
INFO  metric yosys_register_bits = 11
INFO  metric ys_chip_area = 869.6 µm²
INFO  metric yosysCellCount = 100
INFO  metric max-vdd-ir-drop = 0.2987 mV
INFO  metric clk-insertion-delay-late = 0.24 ns
INFO  metric drt-vias-per-instance = 4.037
INFO  metric worst_ep_required_time = 1.66 ns
INFO  metric critical_path_buf_inv_count = 2
INFO  metric gr-usage-all-layers = 5.631%
INFO  metric max_freq = 624.4 MHz
INFO  metric syn_area = 869.6 µm²
INFO  metric setup_skew_after_layout = 0.004218 ns
INFO  metric tritoncts = yes
INFO  metric worst_hold_path.num_cells = 2
INFO  metric fp_util = 17.14%
INFO  metric dominantRegCellSynth = sky130_fd_sc_hd__dfxtp_1
INFO  metric worst_r2r_path_depth = 7
INFO  metric cell_pwr_density = 529.6 nW/µm²
INFO  metric coreArea = 5075 µm²
INFO  metric number_of_clock_buffers_inserted_by_tritoncts = 3
INFO  metric setup-tns-final = -0.4062 ns
INFO  metric cts.sink_count = 11
INFO  metric fill_cells = 545
INFO  metric worst_setup_path_end_kind = register
INFO  metric cap_viol_max_count = 0
INFO  metric dieArea = 8464 µm²
INFO  metric chipWidth = 92 µm
INFO  metric antenna_violating_nets_post_route = 0
INFO  metric grt_pass1_vias = 873
INFO  metric ctsLongestPathBuffers = 2
INFO  metric antennaDiodeCount = 0
INFO  metric failed_checks = setup timing
INFO  metric synth.yosys.seq_area_share = 25.32%
INFO  metric num_vias = 884
INFO  metric worst_hold_slack = 0.4845 ns
INFO  metric area.growth.synth_to_final = 74.24%
INFO  metric crit_path_start_kind = register
INFO  metric timing.rr.start = columnCounter[0]$_SDFFE_PN0N_
INFO  metric critical_path.endpoint = keyLUT.keyInput[3]$_DFF_P_
INFO  metric dr.pass1.iters = 4
INFO  metric max_stage_delay = 0.41 ns
INFO  metric grt_start_max_net_pins = 12
INFO  metric crit_arrival = 1.77 ns
INFO  metric crit_type = register to register
INFO  metric placement.io_buffers = 14
INFO  metric reg2reg_capture_point = keyLUT.keyInput[3]$_DFF_P_
INFO  metric finish.cell_count_without_fillers = 219
INFO  metric placed_cells = 209
INFO  metric hold_path_class = register to register
INFO  metric tightest_slew = 0.2941 ns
INFO  metric openroad.warnings = 35
INFO  metric crit_path_cell_trace = buf_12 -> ha_4 -> or3b_4 -> buf_6 -> nor4_4 -> a31oi_1 -> o211ai_1
INFO  metric core.rowCount = 26
INFO  metric syn_inst = 100
INFO  metric finalWirelength = 2382 µm
INFO  metric die_h = 92 µm
INFO  metric hold_viol = 0
INFO  metric max_slew_violation_count = 0
INFO  metric worst_path_dominant_cell_family = simple AND/OR/NAND/NOR gates
INFO  metric grt_setup_unrepaired = true
INFO  metric cellLeakagePower = 0.0006030 µW
INFO  metric yosysWarningCount = 2
INFO  metric critPathSlowestCell = sky130_fd_sc_hd__or3b_4
INFO  metric drt-wirelength-per-cell = 10.88 µm
INFO  metric total_grt_overflow = 0
INFO  metric report.final.setup_viol = 5
INFO  metric timing.final.crit_period = 1.601 ns
INFO  metric layout_worst_path_cycle_share = 106.8%
INFO  metric syn_area_per_cell = 8.696 µm²
INFO  metric finalWeightedCongestion = 0.9219
INFO  metric final_layout_size_suffix_gt1_share = 47.65%
INFO  metric dp_worst_setup_slack = -0.3167 ns
INFO  metric outcome = finished, violations left
INFO  metric wire_length_of_the_first_global_routing_pass = 4008 µm
INFO  metric io_pins = 19
INFO  metric setup_slack = -0.1015 ns
INFO  metric flip_flops_with_a_built_in_enable = 0
INFO  metric cts_hold_buf = 0
INFO  metric synthArstFlopShare = 0%
[registers in the layout, indices dropped and copies added, names as in the netlist]
signal,count
columnCounter,2
keyLUT.keyInput,4
keyLUT.validKeyCombo,1
curState,4
[layout by cell type, fill, tap and decap left out, types with 2 or more instances in the layout]
cell type                          n
sky130_fd_sc_hd__nand2b_2          2
sky130_fd_sc_hd__nor2_1            4
sky130_fd_sc_hd__and2_1            3
sky130_fd_sc_hd__dfxtp_1           8
sky130_fd_sc_hd__a31oi_1           2
sky130_fd_sc_hd__nand2_1           4
sky130_fd_sc_hd__o21ai_0           5
sky130_fd_sc_hd__dlygate4sd2_1     5
sky130_fd_sc_hd__a21oi_1           5
sky130_fd_sc_hd__xor2_1            3
sky130_fd_sc_hd__nor2b_4           2
sky130_fd_sc_hd__nand3_1           3
sky130_fd_sc_hd__o21ai_1           5
sky130_fd_sc_hd__buf_4            35
sky130_fd_sc_hd__nor2b_1           5
sky130_fd_sc_hd__clkdlybuf4s50_1   6
sky130_fd_sc_hd__clkbuf_8          3
sky130_fd_sc_hd__buf_6             3
sky130_fd_sc_hd__dfxtp_2           2
sky130_fd_sc_hd__buf_2             3
sky130_fd_sc_hd__nor2_2            2
sky130_fd_sc_hd__and3b_1           2
sky130_fd_sc_hd__ha_4              4
[timing repair]
item	CTS	global route
buffers inserted	6	1
pin swaps	10	2
resized	34	6
endpoints found under the setup margin	12	9
[through the flow]
stage / power [µW] / instance area (µm²) / util (%)
2_1_floorplan: 402.7 / 910.9 / -
3_3_place_gp: 489.5 / 1324 / 26.08
3_5_place_dp: 489.1 / 1324 / 26.08
4_1_cts: 803.4 / 1480 / 29.17
5_1_grt: 852.0 / 1515 / 29.86
6_report: 802.4 / 1515 / 29.86
[per-layer routing]
metal | track usage (%) | wire (µm) | share of wire, %
met2 | 9.588 | 1122 | 47
met5 | 0 | 0 | 0
met4 | 0.5141 | 14 | 0.59
met3 | 2.142 | 139 | 5.8
met1 | 6.838 | 1106 | 46
[kinds of logic (layout without fill, tap and decap cells)]
kind of cell | Yosys count | after routing | synth area share (%)
mux | 2 | 2 | 2.446
fa+ha+maj | 4 | 4 | 5.756
simple gates | 40 | 40 | 31.80
xor+xnor | 5 | 5 | 5.901
flops | 11 | 11 | 25.32
buf+inv | 11 | 60 | 7.338
compound gates | 27 | 27 | 21.44
[synthesized netlist by cell type (2+ instances only)]
cell type,n,share of area [%]
sky130_fd_sc_hd__dfxtp_1,11,25
sky130_fd_sc_hd__nand2b_1,2,1.4
sky130_fd_sc_hd__clkbuf_1,2,0.86
sky130_fd_sc_hd__nand3_1,3,1.7
sky130_fd_sc_hd__ha_1,4,5.8
sky130_fd_sc_hd__a31oi_1,2,1.4
sky130_fd_sc_hd__xor2_1,3,3.0
sky130_fd_sc_hd__buf_2,3,1.7
sky130_fd_sc_hd__o21ai_1,6,3.5
sky130_fd_sc_hd__buf_6,2,2.6
sky130_fd_sc_hd__nor2_1,6,2.6
sky130_fd_sc_hd__nor2b_1,7,5.0
sky130_fd_sc_hd__a21oi_1,5,2.9
sky130_fd_sc_hd__and3b_1,2,2.0
sky130_fd_sc_hd__o21ai_0,5,2.9
sky130_fd_sc_hd__and2_1,3,2.2
sky130_fd_sc_hd__inv_1,3,1.3
sky130_fd_sc_hd__nand2_1,4,1.7
[worst min path at each step]
stage | startpoint | endpoint | slack [ns]
global route | curState[3]$_DFF_P_ | curState[0]$_DFF_P_ | 0.50
finish | curState[3]$_DFF_P_ | curState[0]$_DFF_P_ | 0.48
CTS | curState[3]$_DFF_P_ | curState[0]$_DFF_P_ | 0.49
[tightest hold or removal path, stage by stage, from the launching register on]
cell	delay (ns)
sky130_fd_sc_hd__dfxtp_1	0.30
sky130_fd_sc_hd__nor2_1	0.08
sky130_fd_sc_hd__o21ai_1	0.06
[layout make-up]
cell class,count,area [µm²],area share (%)
well taps,70,87.58,5.780
multi-input cells,78,706.9,46.66
inverters,3,13.76,0.9083
flip-flops and latches,11,226.5,14.95
repair buffers,53,435.4,28.74
clock buffers,4,45.04,2.973
[where the power goes]
| part | switching [µW] | internal, µW | leakage, µW |
|---|---|---|---|
| registers | 7.72 | 303 | 0.0000916 |
| logic | 82.3 | 106 | 0.000489 |
| clock network | 116 | 187 | 0.0000228 |
| total | 206 | 596 | 0.000603 |
Power is estimated from default activity; no workload was simulated.

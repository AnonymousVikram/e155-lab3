[run.sh]
#!/bin/bash
# OpenROAD 26Q1-2900-gdf79404cd8, Yosys 0.63+post, stock flow scripts
make -C /OpenROAD-flow-scripts/flow DESIGN_CONFIG=/design/flow/config.mk WORK_HOME=/design/flow/orfs finish
[config.mk]
export PLATFORM = sky130hd
export DESIGN_NAME = clockDivider
export DESIGN_NICKNAME = clockDivider
export VERILOG_FILES = /design/flow/design.v
export SDC_FILE = /design/flow/constraint.sdc
export NUM_CORES = 4
export LEC_CHECK = 1
export CORE_AREA = 10 10 97 97
export DIE_AREA = 0 0 107 107
[constraint.sdc]
current_design clockDivider

set clk_period 3.8
set clk_io_pct 0.2

create_clock -name clk0 -period $clk_period [get_ports {clk}]

set non_clock_inputs [all_inputs -no_clocks]
set_input_delay [expr $clk_period * $clk_io_pct] -clock clk0 $non_clock_inputs
set_output_delay [expr $clk_period * $clk_io_pct] -clock clk0 [all_outputs]
[design.v]
module clockDivider #(
    parameter CLOCKWAIT = 'd100000
) (
    input  logic clk,
    input  logic nreset,
    output logic clkDiv
);
  logic [31:0] counter;
  always_ff @(posedge clk) begin
    if (!nreset) begin
      counter <= 0;
      clkDiv  <= 1'b0;
    end else if (counter == CLOCKWAIT) begin
      clkDiv  <= ~clkDiv;
      counter <= 0;
    end else counter <= counter + 1;
  end
endmodule
==> impl_metrics.csv <==
group,metric,value,unit
logic_synthesis,common_cells,"33 x dfxtp_1, 23 x nor2_1, 14 x a21oi_1, 14 x xnor2_1",
outcome,outcome,"finished clean",
detailed_routing,drtIter0Drc,85,
worst_setup_path,crit-reg2reg-launch,"counter[0]",
worst_hold_path,min_from,"counter[31]",
worst_setup_path,cpMaxStageDelayCell,"or4_4",
cells_and_area,fillCellCount,819,
cells_and_area,seqCellArea,661,sq um
global_routing,grt_use_total,0.0594,
pwr,power.leakage,0.000516,uW
clock_network,cts.htree.levels,2,
logic_synthesis,netlist_area,1600,sq um
detailed_routing,diodes,0,
worst_setup_path,critPathLaunch,"counter[0]",
pwr,p_per_area,358,nW/um^2
cells_and_area,drive_gt1_frac,0.0794,
logic_synthesis,yosys.cell_count.top_type,"dfxtp_1",
floorplan,fp-utilization,0.219,
floorplan,die-area,11400,sq um
global_routing,grt_pass1_wl,5820,um
clock_network,cts_hold_buffers,0,
worst_hold_path,hold_end,"counter[31]",
global_routing,grt-ovfl-total,0,
worst_hold_path,hold_depth,2,
clock_network,clk_pin_slew_worst_paths,0.06,ns
detailed_routing,drc,0,
logic_synthesis,yosysUniqueCellTypes,32,
clock_network,cts_tree,"built",
sta,fin_crit_sh,0.577,
global_routing,grt_pass1_vias,1253,
logic_synthesis,edf_count,0,
cells_and_area,syn2layout_area_growth,14.1,%
detailed_routing,wl_per_cell,11.0,um
logic_synthesis,yosys_cells,184,
sta,max_freq,456,MHz
job,warnings,26,
clock_network,cts_made_buffers,5,
clock_network,cts_max_path_buffers,2,
logic_synthesis,yosys_warnings,1,
worst_hold_path,hold_path.class,"flip-flop to flip-flop",
worst_setup_path,reg2reg_depth,5,
clock_network,post-cts-setup-buffers,0,
global_routing,grt_max_degree,23,
worst_setup_path,critPathMaxFanout,15,
place,numPortBuffers,2,
place,routabilityCongestion,0.813,
floorplan,dieHeight,107,um
logic_synthesis,synth-main-ff-cell,"dfxtp_1",
global_routing,antenna_found_initial,0,
place,placed_cells,280,
worst_setup_path,crit_chain,"ha_1 -> nand3_1 -> or4_4 -> or4b_1 -> a21oi_1",
logic_synthesis,synthCells,184,
detailed_routing,first_pass_iters,4,
worst_setup_path,critical-path-top-delay-family,"simple AND/OR/NAND/NOR gates",
cells_and_area,instances_no_fill,288,
logic_synthesis,top_area_cell,"dfxtp_1",
sta,tightestPinTransition,0.452,ns
worst_setup_path,critPathKind,"flip-flop to flip-flop",
worst_setup_path,rrSetupSlack,1.61,ns
worst_setup_path,r2r_end,"counter[30]",
logic_synthesis,topCellsByArea,"dfxtp_1 41%, xnor2_1 7.7%, nor2_1 5.4%",
sta,slew_headroom,0.698,
detailed_routing,routed_wl,3180,um
clock_network,clk_latency,0.28,ns
worst_setup_path,cpPeakStageDelay,0.59,ns
clock_network,cts_num_sinks,33,
clock_network,cts_root_buf,"clkbuf_8",
worst_setup_path,arrival,2.41,ns
logic_synthesis,ys_seq_elements,33,
sta,tns,0,ns
sta,finClkSkew,0.00827,ns
detailed_routing,vias,1325,
sta,finalSetupViolCount,0,
logic_synthesis,ys_seq_frac,0.414,
sta,drv_slew,0,
sta,hold_viol_final,0,
logic_synthesis,avgSynthCellArea,8.67,sq um
sta,fin_crit,2.19,ns
worst_setup_path,cp-start-kind,"flip-flop",
floorplan,pin_count,3,
logic_synthesis,ys_area,1600,sq um
worst_setup_path,endpoint_kind,"flip-flop",
place,hpwl,2120,um
floorplan,core,7290,sq um
detailed_routing,antenna_left,0,
floorplan,rows,31,
worst_setup_path,required,4.01,ns
clock_network,ctsResizeCount,0,
floorplan,die_w,107,um
worst_setup_path,critPathBufInv,0,
detailed_routing,viasPerCell,4.60,
sta,rsz0062_at_grt,"no",
logic_synthesis,ys_async_sr_fraction,0,
cells_and_area,combGateArea,877,sq um
job,drv_cap,0,
logic_synthesis,top_area_frac,0.414,
pwr,ir_worst_vdd,119,uV
[cells in the final DEF (no fill, tap or decap), types with 3 or more instances in the layout]
master,count
nor3_1,4
dfxtp_1,33
nor4_1,9
clkbuf_8,7
nor2_1,23
xnor2_1,14
o41ai_1,3
nand4_1,8
a21oi_1,14
or3_1,10
nand3_1,10
inv_1,8
nand2_1,7
o21ai_0,10
nor4b_1,3
[stage by stage]
stage | worst slack, ns | cell area [sq um] | hold slack (ns) | utilization | total power [uW]
6_report | 1.61 | 1820 | 0.486 | 0.250 | 651
5_1_grt | 1.40 | 1820 | 0.521 | 0.250 | 689
4_1_cts | 1.60 | 1820 | 0.496 | 0.250 | 664
3_5_place_dp | 1.61 | 1720 | 0.486 | 0.236 | 377
3_3_place_gp | 1.65 | 1720 | 0.475 | 0.236 | 377
2_1_floorplan | 1.83 | 1600 | 0.446 | - | 371
[sequential cells by signal (all words and copies together), names as in the netlist]
name     flops
counter     32
clkDiv       1
[routing by layer]
layer  GRT usage  wire length, um  share of wire  vias up
met5           0                0              0        -
met4      0.0155               29         0.0091        0
met3      0.0188              145          0.046        2
met2      0.0834             1340           0.42       19
met1      0.0857             1670           0.52      614
li1            -                -              -      690
[worst reg2reg max path: stages, from the launching register on]
cell     delay (ns)
dfxtp_1        0.43
ha_1           0.22
nand3_1        0.23
or4_4          0.59
or4b_1         0.53
a21oi_1        0.14
[how the worst max path moves through the flow]
stage         slack [ns]  cells past startpoint     endpoint
CTS                 1.60                      5  counter[30]
global route        1.40                      7  counter[27]
finish              1.61                      5  counter[30]
[final cells by class]
cell class / count / share of cell area
multi-input cells: 137 / 0.482
flip-flops and latches: 33 / 0.363
well taps: 99 / 0.0680
clock buffers: 7 / 0.0529
inverters: 8 / 0.0165
repair buffers: 3 / 0.0151
clock inverters: 1 / 0.00275
[cell families (layout without fill, tap and decap cells)]
family	count (synthesis)	in the layout	synth area share
simple gates	87	87	0.329
compound gates	33	33	0.121
flops	33	33	0.414
xor+xnor	15	15	0.0824
buf+inv	14	19	0.0384
fa+ha+maj	2	2	0.0157
[report_power, final]
part	switching [uW]	leakage [uW]	internal, uW	total (uW)
clock	119	0.0000542	163	283
sequential	4.25	0.000266	349	353
combinational	9.48	0.000196	6.28	15.8
No activity file was given, so power comes from the tool's default toggle rates.
